## flow/design.v

```verilog
module tod_core #(parameter TIME_WIDTH_SUB_NS=20, TIME_WIDTH_NS=32, TIME_WIDTH_SEC=48) (
    input clk,
    input rst_n,
    input set_init_time,  
    input set_offset_time,  
    input plus_offset_time,  
    input wire [TIME_WIDTH_SUB_NS-1:0] init_time_sub_ns,
    input wire [TIME_WIDTH_NS-1:0] init_time_ns,
    input wire [TIME_WIDTH_SEC-1:0] init_time_sec,
    input wire [TIME_WIDTH_SUB_NS-1:0] offset_time_sub_ns,
    input wire [TIME_WIDTH_NS-1:0] offset_time_ns,  
    input wire [TIME_WIDTH_SUB_NS-1:0] incr_time_sub_ns,
    input wire [TIME_WIDTH_NS-1:0] incr_time_ns,
    output reg [TIME_WIDTH_SUB_NS-1:0] time_sub_ns,
    output reg [TIME_WIDTH_NS-1:0] time_ns,
    output reg [TIME_WIDTH_SEC-1:0] time_sec
);
reg [TIME_WIDTH_SUB_NS+1:0] time_sub_ns_nxt;
reg [TIME_WIDTH_NS-1:0] time_ns_nxt;
reg [1:0] ns_adv;
reg ns_dec;
reg sec_adv;
reg sec_dec;
wire [TIME_WIDTH_SUB_NS:0] time_sub_ns_limit = (1'b1 << TIME_WIDTH_SUB_NS);
wire [TIME_WIDTH_SUB_NS+1:0] time_sub_ns_limit1 = (1'b1 << (TIME_WIDTH_SUB_NS+1));
always @(*) begin
    ns_dec = 1'b0;
    if (set_offset_time)
        if (plus_offset_time) time_sub_ns_nxt = time_sub_ns + incr_time_sub_ns + offset_time_sub_ns;
        else begin
            if ((time_sub_ns + incr_time_sub_ns) > offset_time_sub_ns) time_sub_ns_nxt = (time_sub_ns + incr_time_sub_ns) - offset_time_sub_ns;
            else begin
                time_sub_ns_nxt = ((1'b1 << TIME_WIDTH_SUB_NS) + time_sub_ns + incr_time_sub_ns) - offset_time_sub_ns;
                ns_dec = 1'b1;
            end
        end
    else
        time_sub_ns_nxt = time_sub_ns + incr_time_sub_ns;
end
always @(*) begin
    if (time_sub_ns_nxt >= time_sub_ns_limit1)
        ns_adv = 2'b10;
    else if (time_sub_ns_nxt >= time_sub_ns_limit)
        ns_adv = 2'b01;
    else
        ns_adv = 2'b00;
end
always @(posedge clk or negedge rst_n) begin
    if (!rst_n) begin
        time_sub_ns <= {TIME_WIDTH_SUB_NS{1'b0}};
    end
    else if (set_init_time) begin
        time_sub_ns <= init_time_sub_ns;
    end
    else begin
        time_sub_ns <= time_sub_ns_nxt[TIME_WIDTH_SUB_NS-1:0];
    end
end
always @(*) begin
    sec_dec = 1'b0;
    if (set_offset_time)
        if (plus_offset_time)
            if ((time_ns + incr_time_ns + ns_adv - ns_dec + offset_time_ns) >= 1000000000) begin
                sec_adv = 1'b1;
                time_ns_nxt = (time_ns + incr_time_ns + ns_adv - ns_dec + offset_time_ns) - 1000000000;
            end
            else begin
                sec_adv = 1'b0;
                time_ns_nxt = time_ns + incr_time_ns + ns_adv - ns_dec + offset_time_ns;
            end
        else
            if ((time_ns + incr_time_ns + ns_adv) >= (ns_dec + offset_time_ns)) begin
                if (((time_ns + incr_time_ns + ns_adv) - (ns_dec + offset_time_ns)) >= 1000000000) begin
                    sec_adv = 1'b1;
                    time_ns_nxt = time_ns + incr_time_ns + ns_adv - ns_dec - offset_time_ns - 1000000000;
                end
                else begin
                    sec_adv = 1'b0;
                    time_ns_nxt = time_ns + incr_time_ns + ns_adv - ns_dec - offset_time_ns;
                end
            end
            else begin
                sec_dec = 1'b1;
                time_ns_nxt = (1000000000 + time_ns + incr_time_ns + ns_adv) - (ns_dec + offset_time_ns);
            end
    else
        if ((time_ns + incr_time_ns + ns_adv - ns_dec) >= 1000000000) begin
            sec_adv = 1'b1;
            time_ns_nxt = time_ns + incr_time_ns + ns_adv -ns_dec - 1000000000;
        end
        else begin
            sec_adv = 1'b0;
            if (time_ns+incr_time_ns+ns_adv > ns_dec) time_ns_nxt = time_ns + incr_time_ns + ns_adv - ns_dec;
            else begin
                time_ns_nxt = 1000000000 + time_ns + incr_time_ns + ns_adv - ns_dec;
                sec_dec = 1'b1;
            end
        end
end
always @(posedge clk or negedge rst_n) begin
    if (!rst_n) begin
        time_ns <= {TIME_WIDTH_NS{1'b0}};
    end
    else if (set_init_time) begin
        time_ns <= init_time_ns;
    end
    else begin
        time_ns <= time_ns_nxt;
    end
end
always @(posedge clk or negedge rst_n) begin
    if (!rst_n) begin
        time_sec <= {TIME_WIDTH_SEC{1'b0}};
    end
    else if (set_init_time) begin
        time_sec <= init_time_sec;
    end
    else begin
        time_sec <= time_sec + sec_adv - sec_dec;
    end
end
endmodule
```

## flow/run.sh

```bash
#!/bin/bash
# OpenROAD 26Q1-2900-gdf79404cd8, Yosys 0.63+post, stock flow scripts
make -C /OpenROAD-flow-scripts/flow DESIGN_CONFIG=/design/flow/config.mk WORK_HOME=/design/flow/orfs finish
```

## flow/config.mk

```make
export PLATFORM = sky130hd
export DESIGN_NAME = tod_core
export DESIGN_NICKNAME = tod_core
export VERILOG_FILES = /design/flow/design.v
export SDC_FILE = /design/flow/constraint.sdc
export NUM_CORES = 4
export LEC_CHECK = 1
export CORE_UTILIZATION = 40
```

## flow/constraint.sdc

```tcl
current_design tod_core

set clk_period 60.1
set clk_io_pct 0.2

create_clock -name clk0 -period $clk_period [get_ports {clk}]

set non_clock_inputs [all_inputs -no_clocks]
set_input_delay [expr $clk_period * $clk_io_pct] -clock clk0 $non_clock_inputs
set_output_delay [expr $clk_period * $clk_io_pct] -clock clk0 [all_outputs]
```

==> impl_table.tex <==
% Generated from flow reports
\begin{tabular}{lr}
\hline
Metric & Value \\
\hline
\multicolumn{2}{l}{\textbf{GRT}} \\
\quad Global-route wire length before repair & between 100000 and 150000 um \\
\quad Total global routing track utilization & 28.6\% \\
\quad Grt total ovfl & 0 \\
\quad Number of antenna violations at the first check in global routing & 4 \\
\quad Maximum number of pins on one net before global-route repair & around 59 \\
\quad Number of global-route vias before repair & roughly 26000 \\
\multicolumn{2}{l}{\textbf{Placed design}} \\
\quad Weighted congestion at the end of routability-driven global placement & around 1.0 \\
\quad Placed wire-length estimate after detailed placement & roughly 79000 um \\
\quad \# port buffers & 308 \\
\quad Total placed instance area & 0.0303 sq mm \\
\multicolumn{2}{l}{\textbf{Synth}} \\
\quad Fraction of synthesis flops using an asynchronous set or reset pin & 99.0\% \\
\quad Netlist Area Pre-Place & between 0.02 and 0.03 sq mm \\
\quad Prevailing post-synth register cell & dfrtp\_1 \\
\quad Mean post-synth cell area & approximately 7 sq um \\
\quad Ys cells & 3690 \\
\quad Post-synthesis instance total & roughly 3700 \\
\quad Yosys chip area & 0.0263 sq mm \\
\quad Count of library flops with an enable pin & 0 \\
\quad Yosys reg bits & 101 \\
\quad Netlist cell types & 106 \\
\quad Count of yosys warnings during synthesis & 1 \\
\multicolumn{2}{l}{\textbf{Drt}} \\
\quad Total routed wirelength & roughly 96000 um \\
\quad First-pass iteration count of the detailed router & 5 \\
\quad Initial detailed-routing violation count & 2243 \\
\quad Wire per inst & 20.0 um \\
\quad Total via count in the routed design & between 20000 and 30000 \\
\quad Final routed DRC violation total & 0 \\
\quad Per-cell via count in the routed design & 5.81 \\
\quad Antenna Nets Post-Route & 0 \\
\multicolumn{2}{l}{\textbf{Timing}} \\
\quad Fin. Hold Viols & 0 \\
\quad Time the worst path needs with I/O delays and setup & 28.58 ns \\
\quad Number of max-slew violations in the final report & 0 \\
\quad Timing-limited maximum frequency & 0.0350 GHz \\
\quad Count of endpoints without a timing constraint & 1 \\
\quad Part of the cycle the worst path needs & between 40 and 50\% \\
\quad \# setup viols final & 0 \\
\quad Min Hold Slack & 0.631 ns \\
\quad Number of register pins that no clock reaches & 1 \\
\quad Slew headroom & between 20\% and 30\% \\
\quad Pin slew with the least headroom to its limit & $\sim$1.1 ns \\
\quad Unrepaired setup endpoints after global routing & no \\
\quad Worst Clk Skew & 0.0259 ns \\
\quad Total Negative Setup Slacks & 0 ns \\
\multicolumn{2}{l}{\textbf{Finish}} \\
\quad Footprint of the flip-flops and latches & about 0.0025 sq mm \\
\quad Share of cells above drive strength 1 & 3.56\% \\
\quad Combinational gate area & 0.0218 sq mm \\
\quad Area of all placed cells without fillers & 0.0306 sq mm \\
\quad Final-layout fill cell count & 6724 \\
\quad Dominant logic cell type in the layout & inv\_1 \\
\quad Most instantiated logic cells after routing & inv\_1, ha\_1, clkdlybuf4s50\_1 \\
\quad Area Growth Syn to Fin & 16.3\% \\
\multicolumn{2}{l}{\textbf{Floorplanning}} \\
\quad Core Region & 0.0647 sq mm \\
\quad Die footprint & 0.0668 sq mm \\
\quad Total I/O pin count & 309 \\
\quad Die span in y & 259 um \\
\quad Chip Width & 259 um \\
\quad Initial Util & roughly two fifths \\
\quad Row count & 93 \\
\multicolumn{2}{l}{\textbf{Worst setup path}} \\
\quad Kind of start point of the critical path & input port \\
\quad Worst Setup Path Type & in -> reg \\
\quad Reg-to-Reg End & time\_sec[46] \\
\quad Cell with the largest stage delay on the worst path & nor4\_1 \\
\quad Required time worst endpoint & 60.36 ns \\
\quad Largest stage delay on the critical path & just over 0.9 ns \\
\quad Category of the worst setup path capture point & register \\
\quad R2R setup slack & around 43 ns \\
\quad Worst R2R Path Depth & 63 \\
\quad R2R Path Start & time\_sub\_ns[1] \\
\quad Peak fanout along the critical path & 37 \\
\quad Worst Path Arrival & 28.84 ns \\
\multicolumn{2}{l}{\textbf{Clock network}} \\
\quad Total clock buffers created by CTS & 9 \\
\quad Number of cells upsized or downsized after cts & 0 \\
\quad Buffers from clock root to sink, at most & 2 \\
\quad Worst-path clk slew & $\sim$0.080 ns \\
\quad Post-CTS setup-driven buffer insertion count & 0 \\
\quad Later-pin clock latency in the skew report & $\sim$0.42 ns \\
\quad CTS root buf & clkbuf\_16 \\
\quad Clock tree from TritonCTS & yes \\
\quad H-tree level count & 3 \\
\quad Quantity of hold-fixing buffers added after cts & 0 \\
\multicolumn{2}{l}{\textbf{Run}} \\
\quad Stage-log warning count & 90 \\
\quad Max-cap violations & 0 \\
\multicolumn{2}{l}{\textbf{Min path}} \\
\quad Path category of the worst min-delay check & reg -> reg \\
\quad Sink of the worst hold path & time\_sec[47] \\
\quad Min-delay src & time\_sec[47] \\
\quad Hold Path Depth & 2 \\
\multicolumn{2}{l}{\textbf{Run status}} \\
\quad Run status & finished, final reports clean \\
\hline
\end{tabular}
## cells by family (layout without fill, tap and decap cells)
kind of cell    after synthesis  in the layout  share of synthesized area (%)
flops                       100            100                           9.51
mux                          35             35                           1.37
buf+inv                     529            770                           7.75
xor+xnor                    320            320                           10.7
simple gates               1132           1132                           21.3
fa+ha+maj                   375            375                           18.7
compound gates             1198           1198                           30.6
latches                       1              1                         0.0570
other cells                   0              3                              0
## synthesized netlist by cell type (12+ instances only)
library cell / n / area share (%)
a211o_1: 21 / 0.70
o22ai_1: 13 / 0.31
a31o_2: 16 / 0.53
a21boi_0: 13 / 0.37
o21ai_0: 231 / 4.4
fa_1: 30 / 2.3
nor2b_1: 37 / 0.88
a221oi_1: 19 / 0.63
o21a_1: 46 / 1.3
nand4_1: 23 / 0.55
a211oi_1: 55 / 1.6
and2_1: 34 / 0.81
nor3_1: 103 / 2.0
or2_2: 21 / 0.50
nand2b_1: 53 / 1.3
o311ai_0: 17 / 0.57
or3_1: 47 / 1.1
mux2i_1: 26 / 0.99
o211ai_1: 54 / 1.5
a21o_1: 132 / 3.8
nor3b_1: 15 / 0.43
a31oi_1: 53 / 1.3
nor4_1: 27 / 0.64
ha_1: 345 / 16
and3_1: 50 / 1.2
o21bai_1: 31 / 0.88
o31a_1: 12 / 0.40
or4_1: 12 / 0.34
dfrtp_1: 100 / 9.5
nor2_1: 287 / 4.1
nand3_1: 109 / 2.1
clkbuf_1: 104 / 1.5
xnor2_1: 235 / 7.8
xor2_1: 84 / 2.8
nand2_1: 265 / 3.8
a21oi_1: 279 / 5.3
a2111oi_0: 19 / 0.63
a311oi_1: 20 / 0.67
o31ai_1: 29 / 0.83
inv_1: 398 / 5.7
## registers in the layout, summed over array words and instances, names as in the netlist
name / flops
sec_adv: 1
time_sec: 48
time_sub_ns: 20
time_ns: 32
## layer usage
layer	vias to the layer above	part of all wire [%]	track usage, %
met4	2	2.8	6.34
met2	882	45	44.7
met3	117	6.5	3.90
li1	13839	-	-
met5	-	0.014	0
met1	12994	46	42.1
## critical path: cells and delay by family
| kind | cells | cell delay, ns |
|---|---|---|
| muxes | 1 | 0.31 |
| AOI/OAI and AO/OA | 36 | 8.74 |
| adders and majority gates | 9 | 2.99 |
| xor gates and xnor gates | 2 | 0.44 |
| buffers and inverters | 5 | 1.26 |
| and+or+nand+nor | 11 | 3.02 |
## worst max path at each step
stage                   start           end  slack, ns
6_report  incr_time_sub_ns[1]  time_sec[46]      31.52
5_1_grt   incr_time_sub_ns[1]  time_sec[46]      30.37
4_1_cts   incr_time_sub_ns[1]  time_sec[42]      31.89
## per-stage QoR
| stage | cells | worst slack, ns | utilization (%) |
|---|---|---|---|
| floorplan | 3690 | 35.25 | - |
| global placement | 4770 | 31.80 | 46.8 |
| detailed placement | 4770 | 31.54 | 46.8 |
| CTS | 4786 | 31.89 | 47.3 |
| global route | 4788 | 30.37 | 47.3 |
| finish | 4789 | 31.52 | 47.3 |
## cell type report
type / instances / share of cell area, %
well taps: 855 / 3.49
flip-flops and latches: 101 / 8.22
clock buffers: 9 / 0.736
clock inverters: 7 / 0.298
repair buffers: 350 / 11.1
diodes: 3 / 0.0245
inverters: 404 / 4.96
multi-input cells: 3060 / 71.2
